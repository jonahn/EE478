### flow/run.sh
#!/bin/bash
# OpenROAD 26Q1-2900-gdf79404cd8, Yosys 0.63+post, stock flow scripts
make -C /OpenROAD-flow-scripts/flow DESIGN_CONFIG=/design/flow/config.mk WORK_HOME=/design/flow/orfs finish
### flow/config.mk
export PLATFORM = sky130hd
export DESIGN_NAME = STATE
export DESIGN_NICKNAME = STATE
export VERILOG_FILES = /design/flow/design.v
export SDC_FILE = /design/flow/constraint.sdc
export NUM_CORES = 4
export LEC_CHECK = 1
export CORE_AREA = 10 10 70 70
export DIE_AREA = 0 0 80 80
### flow/constraint.sdc
current_design STATE

set clk_period 1.6
set clk_io_pct 0.2

create_clock -name clk0 -period $clk_period [get_ports {clock}]

set non_clock_inputs [all_inputs -no_clocks]
set_input_delay [expr $clk_period * $clk_io_pct] -clock clk0 $non_clock_inputs
set_output_delay [expr $clk_period * $clk_io_pct] -clock clk0 [all_outputs]
### flow/design.v
module STATE(
  increment, 
  latch, 
  dataValid, 
  chipSelect, 
  outputEnable, 
  readEnable,
  read,
  write,
  clock,
  reset
  );
  output increment, latch, dataValid;
  output chipSelect, outputEnable, readEnable;
  reg increment, latch, dataValid;
  reg chipSelect, outputEnable, readEnable;
  input wire read, write, clock, reset;
  parameter [3:0] R1 = 4'd0, R2 = 4'd1, R3 = 4'd2; 
  parameter [3:0] R4 = 4'd3, R5 = 4'd4, R6 = 4'd5; 
  parameter [3:0] W1 = 4'd6, W2 = 4'd7, W3 = 4'd8; 
  parameter [3:0] W4 = 4'd9, W5 = 4'd10, W6 = 4'd11; 
  reg  [3:0] PS; 
  reg   [3:0] NS;
  always @(posedge clock or posedge reset)
    begin
    if (reset) 
      PS = R1;   
    else 
      PS = NS;  
    end
  always @(PS or reset or read or write) 
    case(PS)
      R1: if(read) NS = R2;
          else     NS = W1;
      R2: NS = R3;
      R3: NS = R4;
      R4: NS = R5;
      R5: NS = R6;
      R6: NS = R1;
      W1: if(write) NS = W2;
          else      NS = R1;
      W2: NS = W3;
      W3: NS = W4;
      W4: NS = W5;
      W5: NS = W6;
      W6: NS = W1;
      default: NS = R1;
    endcase
  always @(PS)
    chipSelect = 0;
  always @(PS) 
    case(PS)
      R1: 
      begin  
        increment     = 0; 
        readEnable    = 1;
        latch         = 0;
        outputEnable  = 1;
        dataValid     = 1;
      end
      R2:
      begin
        increment     = 1;
        readEnable    = 1;
        latch         = 0;
        outputEnable  = 1;
        dataValid     = 1;
      end 
      R3:
      begin
        increment     = 0;
        readEnable    = 1;
        latch         = 1;
        outputEnable  = 1;
        dataValid     = 1;
      end
      R4: 
      begin
        increment     = 0;
        readEnable    = 1;
        latch         = 0;
        outputEnable  = 0;
        dataValid     = 1;
      end
      R5: 
      begin
        increment     = 0;
      readEnable    = 1;
        latch         = 0;
        outputEnable  = 0;
        dataValid     = 0;
      end
      R6: 
      begin
        increment     = 0;
        readEnable    = 1;
        latch         = 0;
        outputEnable  = 0;
        dataValid     = 1;
      end
      W1: 
      begin
        increment     = 0;
        readEnable    = 0;
        latch         = 0;
        outputEnable  = 1;
        dataValid     = 0;
      end
      W2: 
      begin
        increment     = 1;
        readEnable    = 0;
        latch         = 0;
        outputEnable  = 1;
        dataValid     = 0;
      end
      W3: 
      begin
        increment     = 0;
        readEnable    = 0;
        latch         = 1;
        outputEnable  = 1;
        dataValid     = 0;
      end
      W4: 
      begin
        increment     = 0;
        readEnable    = 0;
        latch         = 0;
        outputEnable  = 1;
        dataValid     = 0;
      end
      W5: 
      begin
        increment     = 0;
        readEnable    = 0;
        latch         = 0;
        outputEnable  = 1;
        dataValid     = 1;
      end
      W6: 
      begin
        increment     = 0;
        readEnable    = 0;
        latch         = 0;
        outputEnable  = 1;
        dataValid     = 0;
      end
      default:
      begin
      increment     = 0;
        readEnable    = 0;
        latch         = 0;
        outputEnable  = 0;
        dataValid     = 0;
      end
    endcase
endmodule
==> tab_implementation.tex <==
% Auto-generated results table
\begin{tabular}{lr}
\hline
Metric & Value \\
\hline
\multicolumn{2}{l}{\textbf{Run status}} \\
Outcome & finished with violations \\
Failing checks & negative setup slack \\
\multicolumn{2}{l}{\textbf{Logic synthesis}} \\
\# Cells Yosys & 38 \\
Flip-flop and latch count after synthesis & 4 \\
Distinct lib cells used & 27 \\
Synth Area per Inst & 9.55 um\^{}2 \\
Cell count after synthesis & 38 \\
Mapped Area & 363 um\^{}2 \\
Synth Seq Share & 0.276 \\
Chip area estimate from yosys synthesis & 363 um\^{}2 \\
Dominant flop cell & sky130\_fd\_sc\_hd\_\_dfrtp\_1 \\
Tally of yosys warning messages & 1 \\
Proportion of register bits with asynchronous set or reset after synthesis & 1.00 \\
Post-synth tally of flip-flops with integrated enable & 0 \\
\multicolumn{2}{l}{\textbf{Drt}} \\
DRC violations left & 0 \\
Mean routed wirelength per cell & 9.60 um \\
Detailed router's first-iteration violation count & 7 \\
Length of the first detailed-routing pass in iterations & 4 \\
Remaining antenna violation count & 0 \\
Count of inserted antenna diode cells & 0 \\
Final Routed Wirelength & 1010 um \\
Vias per std cell & 3.41 \\
Total number of vias & 358 \\
\multicolumn{2}{l}{\textbf{Worst setup path}} \\
Endpoint of the lowest-slack register-to-register path & PS[0] \\
Critical path fanouts, max & 3 \\
Category of the critical setup timing path & flop to output port \\
Startpoint Class & flop \\
R2r worst-path depth & 5 \\
Endpoint required time on the critical path & 1.28 ns \\
R2R setup slack & 0.33 ns \\
Arrival time of the worst setup path & 1.32 ns \\
R2R Path Start & PS[1] \\
Worst Setup End Kind & output port \\
\multicolumn{2}{l}{\textbf{Job}} \\
Max-cap violations & 0 \\
Number of logged tool warnings & 27 \\
\multicolumn{2}{l}{\textbf{Timing}} \\
Setup repair after global routing missed its margin & true \\
Worst hold slack & 0.261 ns \\
Clock period minus worst slack & 1.64 ns \\
Post-route fraction of the period consumed by the critical path & 1.03 \\
Pins Over Slew Limit & 0 \\
Fmax & 0.609 GHz \\
Total count of hold-check failures in the final report & 0 \\
Worst-case setup margin in the final layout & -0.0424 ns \\
Worst clock skew on the final layout & 0.00618 ns \\
Total of endpoints with negative setup slack in the final report & 1 \\
\multicolumn{2}{l}{\textbf{Finish}} \\
Area growth syn-to-layout & 73.4\% \\
Fraction of final layout cells sized beyond drive strength 1 & 0.661 \\
Flip-flop count of the largest register, all copies and words added & 4 \\
\multicolumn{2}{l}{\textbf{Floorplanning}} \\
Area of the die & 6400 um\^{}2 \\
Number of rows in the core area & 21 \\
IO Pins & 10 \\
Overall die width & 80 um \\
Height of the die & 80 um \\
FP Core Util & 0.106 \\
Core box area & 3420 um\^{}2 \\
\multicolumn{2}{l}{\textbf{Global routing}} \\
Vias in the first global route & 362 \\
Wire length of the first global-routing pass & 1750 um \\
GRT Total Usage & 0.0327 \\
Antenna violations before repair & 0 \\
Maximum number of pins on one net before global-route repair & 8 \\
Final global-route overflow total & 0 \\
\multicolumn{2}{l}{\textbf{Place}} \\
Port bufs & 8 \\
Final RePlAce weighted congestion & 0.750 \\
Detailed placement HPWL & 676 um \\
Placement Setup Slack & -0.121 ns \\
\multicolumn{2}{l}{\textbf{Hold path}} \\
Class of the tightest hold or removal check & input port to async pin \\
\multicolumn{2}{l}{\textbf{Power and ir drop}} \\
Total power per unit cell area & 2160 nW/um\^{}2 \\
Leakage component of the power & 0.273 nW \\
Maximum VDD drop & 0.454 mV \\
\multicolumn{2}{l}{\textbf{Clocking}} \\
Clock root cell & sky130\_fd\_sc\_hd\_\_clkbuf\_4 \\
Clock Latency Late Sink & 0.24 ns \\
Clk slew on worst S/H paths & 0.04 ns \\
Total CTS buffers & 3 \\
Clock buffer depth & 2 \\
Clock sinks & 4 \\
H-tree depth & 1 \\
CTS tree & built \\
\hline
\end{tabular}
## cells in the mapped netlist, drive strengths merged (4+ instances only)
library cell	number	area, um^2
nor2	4	25.0
a21oi	4	23.8
nand2b	4	32.5
buf	5	52.6
dfrtp	4	100
## critical path: stages, from the launching register on
cell	delay, ns
sky130_fd_sc_hd__dfrtp_2	0.42
sky130_fd_sc_hd__buf_6	0.12
sky130_fd_sc_hd__buf_6	0.10
sky130_fd_sc_hd__nand2b_4	0.13
sky130_fd_sc_hd__a21oi_2	0.13
sky130_fd_sc_hd__a21o_1	0.10
sky130_fd_sc_hd__buf_2	0.09
## power breakdown
part	switching [mW]	leakage (nW)	internal [mW]
Sequential	0.0730	0.0448	0.162
Clock	0.0409	0.0138	0.0839
Combinational	0.398	0.215	0.600
Total	0.512	0.273	0.846
## per-stage QoR
step | setup TNS (ns) | utilization | power (mW) | area (um^2) | std cells
after floorplan | 0 | - | 0.697 | 363 | 38
after global placement | -0.102 | 0.142 | 0.938 | 485 | 92
after detailed placement | -0.172 | 0.142 | 0.947 | 485 | 92
after CTS | -0.224 | 0.167 | 1.22 | 571 | 100
after global routing | -0.167 | 0.184 | 1.49 | 629 | 105
final | -0.0424 | 0.184 | 1.36 | 629 | 105
## metal layers
layer  wire length, um  global-route usage  share of wire  vias up
met5                 0                   0              0        -
met2               416              0.0465           0.41       11
met3                67             0.00682          0.066        2
li1                  -                   -              -      174
met1               496              0.0468           0.49      171
met4                27              0.0123          0.027        0
## final cells by class
cell class	count	area (um^2)
clock buffers	3	22.5
fillers	378	2790
inverters	1	3.75
multi-input cells	28	246
flip-flops and latches	4	105
well taps	46	57.6
repair buffers	23	194
## timing repair
| item | 4_1_cts | 5_1_grt |
|---|---|---|
| pin swaps | 3 | 3 |
| hold buffers | 0 | 0 |
| gates resized | 22 | 7 |
| setup endpoints to repair | 5 | 4 |
| buffers inserted | 5 | 7 |
## how the worst max path moves through the flow
| stage | from | to | slack (ns) | cells after the start |
|---|---|---|---|---|
| final | PS[1] | dataValid | -0.04 | 6 |
| after global routing | PS[1] | dataValid | -0.12 | 6 |
| after CTS | PS[3] | outputEnable | -0.21 | 3 |
## cells by family (layout without fill, tap and decap cells)
group                  after synthesis  count (layout)  share of synthesized area
AND-OR/OR-AND                       10              10                      0.228
XOR/XNOR                             2               2                     0.0483
buffers and inverters                6              27                      0.155
flip-flops                           4               4                      0.276
multiplexers                         1               1                     0.0276
other                                1               1                     0.0103
AND/OR/NAND/NOR                     14              14                      0.255
## placed cells by master, fill, tap and decap left out, types with 2 or more instances in the layout
cell / count
sky130_fd_sc_hd__clkbuf_4: 3
sky130_fd_sc_hd__buf_6: 5
sky130_fd_sc_hd__clkdlybuf4s50_1: 3
sky130_fd_sc_hd__dfrtp_2: 4
sky130_fd_sc_hd__buf_2: 3
sky130_fd_sc_hd__nor2_1: 2
sky130_fd_sc_hd__nand2b_4: 3
sky130_fd_sc_hd__buf_4: 10
sky130_fd_sc_hd__a21oi_2: 3
No activity file was given, so power comes from the tool's default toggle rates.
