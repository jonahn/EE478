### flow/run.sh
#!/bin/bash
# OpenROAD 26Q1-2900-gdf79404cd8, Yosys 0.63+post, stock flow scripts
make -C /OpenROAD-flow-scripts/flow DESIGN_CONFIG=/design/flow/config.mk WORK_HOME=/design/flow/orfs finish
### flow/config.mk
export PLATFORM = sky130hd
export DESIGN_NAME = LFSR8_8E
export DESIGN_NICKNAME = LFSR8_8E
export VERILOG_FILES = /design/flow/design.v
export SDC_FILE = /design/flow/constraint.sdc
export NUM_CORES = 4
export LEC_CHECK = 1
export CORE_AREA = 10 10 70 70
export DIE_AREA = 0 0 80 80
### flow/constraint.sdc
current_design LFSR8_8E

set clk_period 1.0
set clk_io_pct 0.2

create_clock -name clk0 -period $clk_period [get_ports {clock}]

set non_clock_inputs [all_inputs -no_clocks]
set_input_delay [expr $clk_period * $clk_io_pct] -clock clk0 $non_clock_inputs
set_output_delay [expr $clk_period * $clk_io_pct] -clock clk0 [all_outputs]
### flow/design.v
module LFSR8_8E(clock, q);
  input clock;
  output [7:0] q;
  reg [7:0] LFSR;
  wire feedback = LFSR[7];
  always @(posedge clock)
  begin
    LFSR[0] <= feedback;
    LFSR[1] <= LFSR[0];
    LFSR[2] <= LFSR[1] ^ feedback;
    LFSR[3] <= LFSR[2] ^ feedback;
    LFSR[4] <= LFSR[3] ^ feedback;
    LFSR[5] <= LFSR[4];
    LFSR[6] <= LFSR[5];
    LFSR[7] <= LFSR[6];
  end
  assign q = LFSR;
endmodule
==> results_slide.txt <==
Key Metrics from the Run

Worst hold path
  – HP Start: LFSR[5]
  – Worst hold path depth: 0
  – Worst min-delay path endpoint: LFSR[6]
  – Min-delay worst type: register to register

Layout
  – Layout Utilization: 11.2%
  – Layout cells sized above 1: 66.7%
  – Logic area: 26.3 µm²
  – Top reg by flops: LFSR
  – Cell area after layout: 384 µm²
  – Max reg flops: 8
  – Register area: 170 µm²
  – Fill count: 397
  – Largest regs: LFSR: 8 flops
  – P&R area growth vs syn: 98.1%

Yosys
  – Most common cell in the netlist: dfxtp_1
  – Synth flops: 8
  – Sequential share of the synthesized area: 82.6%
  – Biggest area cells: dfxtp_1 (83%), xor2_1 (14%), buf_4 (3.9%)
  – Yosys warns: 1
  – Mapped Cells: 12
  – Syn Area/Cell: 16.2 µm²
  – Cell Type Count: 3
  – Yosys cell count: 12
  – Ys flop type: dfxtp_1
  – Commonest cells in the netlist: dfxtp_1 (8), xor2_1 (3), buf_4 (1)
  – Synth area leader: dfxtp_1
  – Yosys stat area: 194 µm²
  – Asr flop ratio synth: 0%
  – Synthesized area: 194 µm²
  – Post-synth EDFFs: 0
  – Area leader share: 82.6%

Floorplanning
  – Die boundary width: 80 µm
  – I/O Pins: 9
  – Starting Density: 5.68%
  – Rows: 21
  – Die height: 80 µm
  – Core footprint: 3420 µm²
  – Chip area: 6400 µm²

Worst setup path
  – Data required, critical path: 0.80 ns
  – Slowest Stage Delay on Critical Path: 0.32 ns
  – Slowest CP cell: dfxtp_2
  – Crit path buffers/inverters: 1
  – Crit Path Class: register to primary output
  – Worst-case reg-to-reg path depth: 3
  – Worst setup SP type: register
  – WP data arrival: 0.75 ns
  – Crit path max fanout: 2
  – Crit path cell chain: clkdlybuf4s15_1
  – Critical path's top delay family: flip-flops
  – Reg2reg start: LFSR[7]
  – R2r setup slk: 0.16 ns
  – Worst r2r dst: LFSR[2]
  – Setup crit end kind: primary output

Placed design
  – Placed Area: 354 µm²
  – Port Buffers: 8
  – GPL Wtd Cong: 0.688

Route
  – N_diodes: 0
  – Total Wirelength: 466 µm
  – Drt wl/cell: 6.38 µm
  – DR pass1 iterations: 1
  – Post-route ant nets: 0
  – Vias/cell: 1.85
  – DR DRC count: 0
  – Via count: 135
  – DRT iter0 DRCs: 0

Global route
  – Gr ovfl total: 0
  – Vias in the first global route: 135
  – Global Route Usage Sum: 1.53%
  – Initial antenna violation count: 0
  – First-pass GRT wire length: 676 µm
  – Largest net degree at the start of global routing: 5

Power and ir drop
  – PwrDens: 1470 nW/µm²
  – Leak: 0.175 nW
  – Combinational Power Share: 0%
  – Internal: 0.456 mW
  – Switching Share: 19.1%
  – VDD IR max: 0.419 mV
  – Clk pwr share: 43.5%
  – Psw: 0.108 mW
  – Flop pwr share: 56.5%

Timing
  – Setup-failing EPs final: 0
  – Fmax: 1.05 GHz
  – Worst hold margin: 0.350 ns
  – Unrepaired setup endpoints after global routing: false
  – Fin. Hold Viols: 0
  – Rel. slew slack: 93.4%
  – Max-slew violations: 0
  – Tmin final: 0.949 ns
  – Period utilisation layout: 94.9%
  – Worst-Margin Slew: 0.0986 ns
  – Worst Skew: 0.00202 ns

CTS
  – H-tree lvl count: 1
  – TritonCTS Buffers: 3
  – CTS tree: yes
  – Post-CTS Hold Buffers: 0
  – Clock slew at reported path FFs: 0.05 ns
  – CTS sink count: 8
  – Clock Tree Buf Depth: 2
  – CTS root buf: clkbuf_4
  – Latency at later pin: 0.25 ns

Status
  – Status: complete, no violations

Job
  – Tool warning count: 25
  – Maximum capacitance violations: 0
==> cells by family after synthesis <==
family / synth area share, %
xor gates and xnor gates: 13.6
buffers and inverters: 3.87
DFF: 82.6
==> how the worst max path moves through the flow <==
stage | startpoint | end | cells past startpoint
4_1_cts | LFSR[7] | q[7] | 1
5_1_grt | LFSR[1] | q[1] | 1
6_report | LFSR[1] | q[1] | 1
==> routing by layer <==
layer	global-route usage (%)	share of wire, %	vias up
met4	0.352	0	0
met1	1.67	48	56
li1	-	-	66
met5	0	0	-
met3	3.07	31	0
met2	0.963	20	13
==> per-stage QoR <==
stage / worst slack, ns / TNS (ns) / power (mW) / cells
4_1_cts: 0.000197 / 0 / 0.573 / 73
5_1_grt: 0.00218 / 0 / 0.609 / 73
2_1_floorplan: 0.294 / 0 / 0.326 / 12
6_report: 0.0513 / 0 / 0.564 / 73
3_5_place_dp: 0.000792 / 0 / 0.326 / 69
3_3_place_gp: -0.000262 / -0.000262 / 0.326 / 69
==> cell type report <==
| class | count | share of cell area (%) |
|---|---|---|
| clock buffers | 3 | 5.86 |
| multi-input cells | 3 | 6.84 |
| well taps | 46 | 15.0 |
| repair buffers | 13 | 28.0 |
| flip-flops and latches | 8 | 44.3 |
==> power by group through the flow <==
stage	Sequential, mW	Combinational (mW)	Clock, mW
global route	0.318	0.0000000926	0.290
CTS	0.319	0.0000000962	0.254
finish	0.319	0.0000000926	0.245
==> worst register-to-register path, stage by stage (launching register included) <==
cell	delay, ns
dfxtp_2	0.31
buf_4	0.12
buf_4	0.15
xor2_1	0.15
==> layout by cell type (no fill, tap or decap), drive strengths merged <==
| cell type | count |
|---|---|
| buf | 5 |
| xor2 | 3 |
| clkdlybuf4s15 | 6 |
| dfxtp | 8 |
| clkbuf | 5 |
==> what timing repair did <==
action,4_1_cts,5_1_grt
buffers inserted,1,0
cloned,0,0
setup endpoints to repair,8,3
pin swaps,0,0
resized,23,3
Power and IR drop assume default switching activity.
